==> flow/design.v <==
`timescale 1ns / 1ns
module uart(
    input                                       clk                 ,
    input                                       rst                 ,
    input                                       uart_rxd            ,
    output                                      uart_txd             
);
    wire               [7: 0]                   rx_data             ;
    wire                                        rx_done             ;
    wire                                        uart_txd            ;
uart_rx#(
    .CLK_FREQ                                   (50_000_000         ),
    .UART_BPS                                   (115200             ) 
)
 u_uart_rx(
    .clk                                        (clk                ),
    .rst                                        (rst                ),
    .uart_rxd                                   (uart_rxd           ),
    .rx_data                                    (rx_data            ),
    .rx_done                                    (rx_done            ) 
);
uart_tx#(
    .CLK_FREQ                                   (50_000_000         ),
    .UART_BPS                                   (115200             ) 
)
 u_uart_tx(
    .clk                                        (clk                ),
    .rst                                        (rst                ),
    .rx_done                                    (rx_done            ),
    .rx_data                                    (rx_data            ),
    .uart_txd                                   (uart_txd           ) 
);
        endmodule
`timescale 1ns / 1ns
module uart_rx #(
    parameter                                   CLK_FREQ           = 50_000_000,
    parameter                                   UART_BPS           = 115200
)
(
    input                                       clk                 ,
    input                                       rst                 ,
    input                                       uart_rxd            ,
    output reg         [7: 0]                   rx_data             ,
    output reg                                  rx_done              
);
    localparam                                  BAUD_CNT_MAX       = CLK_FREQ/UART_BPS;
    localparam                                  BAUD_CNT_HALF      = BAUD_CNT_MAX/2;
    reg                                         uart_rxd_d0         ;
    reg                                         uart_rxd_d1         ;
    reg                [16: 0]                  baud_cnt            ;
    reg                [3: 0]                   rx_data_cnt         ;
    always @(posedge clk )
        begin
            if(rst)
        begin
                uart_rxd_d0 <= 0;
                uart_rxd_d1 <= 0;
        end
            else 
        begin
                uart_rxd_d0 <= uart_rxd;
                uart_rxd_d1 <= uart_rxd_d0;
        end
        end
    localparam                                  RX_IDLE            = 3'b000;
    localparam                                  RX_BEGIN           = 3'b001;
    localparam                                  RX_DATA            = 3'b010;
    localparam                                  RX_END             = 3'b100;
    reg                [3: 0]                   cur_state           ;
    reg                [3: 0]                   next_state          ;
    always @(posedge clk )
        begin
            if(rst)
                cur_state <= RX_IDLE;
            else 
                cur_state <= next_state;
        end
    always @( * ) begin
        case(cur_state)
            RX_IDLE:
        begin
            if(uart_rxd_d1 & (~uart_rxd_d0))
                next_state <= RX_BEGIN        ;
            else 
                next_state <= RX_IDLE;
        end
            RX_BEGIN:
        begin
            if(baud_cnt == BAUD_CNT_MAX && rx_data_cnt ==0) begin
                next_state <= RX_DATA;
        end
            else 
                next_state <= cur_state;
        end
            RX_DATA:
        begin
            if(baud_cnt ==BAUD_CNT_MAX && rx_data_cnt ==8) begin
                next_state <= RX_END ;
        end
            else 
                next_state <= cur_state;
        end
            RX_END:
            if(baud_cnt ==BAUD_CNT_MAX && rx_data_cnt ==9) begin
                next_state <= RX_IDLE;
        end
            default: next_state <= RX_IDLE;
        endcase
        end
    always @(posedge clk )
        begin
            if(rst) begin
                baud_cnt <= 0;
        end
            else if(baud_cnt ==BAUD_CNT_MAX) begin
                baud_cnt <= 0;
        end
            else if(cur_state !=RX_IDLE ) begin
                baud_cnt <= baud_cnt+1;
        end
            else begin
                baud_cnt <= baud_cnt;
        end
        end
    always @(posedge clk )
        begin
            if(rst) begin
                rx_data_cnt <= 0;
        end
            else if(rx_data_cnt == 9 &&baud_cnt ==BAUD_CNT_MAX) begin
                rx_data_cnt <= 0;
        end
            else if(baud_cnt ==BAUD_CNT_MAX) begin
                rx_data_cnt <= rx_data_cnt +1;
        end
            else begin
                rx_data_cnt <= rx_data_cnt;
        end
        end
    always @(posedge clk )
        begin
            if(rst) begin
                rx_data <= 0;
        end
            else if(cur_state==RX_DATA&&baud_cnt == BAUD_CNT_HALF ) begin
                rx_data ={uart_rxd_d1,rx_data[7:1]};
        end
            else begin
                rx_data <= rx_data;
        end
        end
    always @(posedge clk )
        begin
            if(rst) begin
                rx_done <= 0;
        end
            else if(cur_state == RX_END) begin
                rx_done <= 1'b1;
        end
            else begin
                rx_done <= 0;
        end
        end
        endmodule
`timescale 1ns / 1ns
module uart_tx#(
    parameter                                   CLK_FREQ           = 50_000_000,
    parameter                                   UART_BPS           = 115200
    )
(
    input                                       clk                 ,
    input                                       rst                 ,
    input                                       rx_done             ,
    input              [7: 0]                   rx_data             ,
    output reg                                  uart_txd             
);
    localparam                                  BAUD_CNT_MAX       = CLK_FREQ/UART_BPS;
    localparam                                  TX_IDLE            = 3'b000;
    localparam                                  TX_BGEIN           = 3'B001;
    localparam                                  TX_DATA            = 3'B010;
    localparam                                  TX_END             = 3'b100;
    reg                                         tx_en_d0            ;
    reg                                         tx_en_d1            ;
    reg                [16: 0]                  baud_cnt            ;
    reg                [3: 0]                   tx_data_cnt         ;
    reg                [7: 0]                   tx_data             ;
    reg                [2: 0]                   cur_state           ;
    reg                [2: 0]                   next_state          ;
    always @(posedge clk )
        begin
            if(rst)
        begin
                tx_en_d0 <= 0;
                tx_en_d1 <= 0;
        end
            else 
        begin
                tx_en_d0 <= rx_done;
                tx_en_d1 <= tx_en_d0;
        end
        end
    always @(posedge clk )
        begin
            if(rst)
                cur_state <= TX_IDLE;
            else 
                cur_state <= next_state;
        end
    always @( * ) begin
            case(cur_state)
                TX_IDLE:
        begin
            if(tx_en_d0 & (~tx_en_d1) )
                next_state <= TX_BGEIN        ;
            else 
                next_state <= TX_IDLE;
        end
                TX_BGEIN:
        begin
            if(tx_data_cnt == 0 && baud_cnt == BAUD_CNT_MAX) begin
                next_state <= TX_DATA;
        end
            else begin
                next_state <= cur_state;
        end
        end
                TX_DATA:
        begin
            if(tx_data_cnt == 8 && baud_cnt == BAUD_CNT_MAX) begin
                next_state <= TX_END;
        end
            else begin
                next_state <= cur_state;
        end
        end
                TX_END:if (tx_data_cnt == 9 && baud_cnt == BAUD_CNT_MAX) begin
                next_state <= TX_IDLE;
        end
            else begin
                next_state <= cur_state;
        end
                default: next_state <= TX_IDLE;
        endcase
        end
    always @(posedge clk )
        begin
            if(rst) begin
                baud_cnt <= 0;
        end
            else if(baud_cnt ==BAUD_CNT_MAX) begin
                baud_cnt <= 0;
        end
            else if(cur_state !=TX_IDLE ) begin
                baud_cnt <= baud_cnt+1;
        end
            else begin
                baud_cnt <= baud_cnt;
        end
        end
    always @(posedge clk )
        begin
            if(rst) begin
                tx_data_cnt <= 0;
        end
            else if(tx_data_cnt == 9 &&baud_cnt ==BAUD_CNT_MAX) begin
                tx_data_cnt <= 0;
        end
            else if(baud_cnt ==BAUD_CNT_MAX) begin
                tx_data_cnt <= tx_data_cnt +1;
        end
            else begin
                tx_data_cnt <= tx_data_cnt;
        end
        end
    always @(posedge clk )
        begin
            if(rst) begin
                tx_data <= 0;
        end
            else if(cur_state == TX_BGEIN) begin
                tx_data <= rx_data;
        end
            else if(cur_state == TX_DATA && baud_cnt ==BAUD_CNT_MAX) begin
                tx_data <= {tx_data>>1};
        end
            else begin
                tx_data <= tx_data;
        end
        end
    always @(posedge clk )
        begin
            if(rst) begin
                uart_txd <= 1;
        end
            else if(cur_state == TX_BGEIN) begin
                uart_txd <= 0;
        end
            else if(cur_state ==TX_DATA && baud_cnt ==0) begin
                uart_txd <= tx_data[0];
        end
            else if(cur_state ==TX_END && baud_cnt ==0) begin
                uart_txd <= 1;
        end
            else begin
                uart_txd <= uart_txd;
        end
        end
        endmodule
==> flow/run.sh <==
#!/bin/bash
# OpenROAD 26Q1-2900-gdf79404cd8, Yosys 0.63+post, stock flow scripts
make -C /OpenROAD-flow-scripts/flow DESIGN_CONFIG=/design/flow/config.mk WORK_HOME=/design/flow/orfs finish
==> flow/config.mk <==
export PLATFORM = sky130hd
export DESIGN_NAME = uart
export DESIGN_NICKNAME = uart
export VERILOG_FILES = /design/flow/design.v
export SDC_FILE = /design/flow/constraint.sdc
export NUM_CORES = 4
export LEC_CHECK = 1
export CORE_UTILIZATION = 50
==> flow/constraint.sdc <==
current_design uart

set clk_period 3.2
set clk_io_pct 0.2

create_clock -name clk0 -period $clk_period [get_ports {clk}]

set non_clock_inputs [all_inputs -no_clocks]
set_input_delay [expr $clk_period * $clk_io_pct] -clock clk0 $non_clock_inputs
set_output_delay [expr $clk_period * $clk_io_pct] -clock clk0 [all_outputs]
==> impl_metrics.csv <==
group,metric,value,unit
run_status,outcome,"finished, final reports clean",
yosys,synth_cell_types,49,
power_and_ir_drop,power.internal,1.28,mW
setup_path,worst_setup_path_start_kind,"flip-flop",
clock_network,cts_made_buffers,9,
global_routing,global_route_wire_length_before_repair,12100,um
clock_network,worst_skew_pair.late_latency,340,ps
power_and_ir_drop,power_density,437,mW/mm2
yosys,area_of_the_mapped_netlist,0.00346,mm2
place,place_hpwl,4570,um
yosys,yosysTopAreaCellShare,41.1,%
yosys,flip_flops_with_a_built_in_enable,0,
sta,maxClockFrequency,475,MHz
sta,untimed_endpoints,3,
clock_network,cts.root.buffer_cell,"clkbuf_8",
clock_network,cts_setup_buffers,0,
power_and_ir_drop,vdd.ir_drop.worst,0.000260,V
clock_network,clk_transition_reported_paths,70,ps
route,wire_per_inst,13.8,um
place,dp_cells,475,
route,drtAntennaViolNets,0,
floorplan,coreArea,0.00649,mm2
setup_path,reg2reg_to,"u_uart_rx.baud_cnt[14]$_SDFFE_PP0N_",
run,warnings,34,
power_and_ir_drop,p_switching,360,uW
global_routing,grt_antenna_before_repair,0,
route,vias,2861,
layout,area.combinational,0.00184,mm2
layout,seqCellArea,0.00148,mm2
setup_path,worstSetupPathType,"reg2reg",
power_and_ir_drop,netSwitchingFraction,22.0,%
yosys,mux_share,0,%
route,antenna-diode-count,0,
yosys,average_size_of_a_mapped_cell,8.46,um2
setup_path,cp_data_required_time,3430,ps
global_routing,grt_remaining_overflow,0,
place,detailedPlace.worstSlack,1070,ps
power_and_ir_drop,seq_power_share,54.4,%
sta,timing.final.crit_share,65.8,%
clock_network,h-tree-depth,3,
power_and_ir_drop,totalPowerFinal,1.64,mW
route,routed_wl,6780,um
yosys,simple_gate_share,27.7,%
run,cap_viol_max_count,0,
global_routing,grt_pass1_vias,2668,
yosys,post_synth_fa_ha_maj_area_fraction,4.34,%
setup_path,endpoint,"u_uart_rx.baud_cnt[14]$_SDFFE_PP0N_",
floorplan,die_w,85.2,um
setup_path,worst-r2r-cell-count,7,
global_routing,grt_use_total,20.8,%
sta,report.final.slew_viol_count,0,
route,drtIter0Drc,116,
setup_path,crit_path_end_kind,"flip-flop",
sta,post-route-min-period,2100,ps
yosys,yosysWarnings,2,
floorplan,top_level_ports,4,
setup_path,critical_path.startpoint,"u_uart_rx.baud_cnt[0]$_SDFFE_PP0N_",
yosys,yosys.stat.chipArea,0.00346,mm2
yosys,post_synth_xor_area_fraction,5.07,%
setup_path,worst-endpoint-arrival,2330,ps
place,finalWeightedCongestion,0.797,
sta,skew,10.9,ps
layout,area_growth,8.18,%
yosys,ys.flop_type,"dfxtp_1",
yosys,top_cells_by_area,"dfxtp_1 41%, a21oi_1 4.9%, ha_1 4.3%",
clock_network,ctsHoldBuffers,0,
layout,fin_cells,491,
yosys,synth_async_sr_flop_share,0,%
setup_path,timing.rr.start,"u_uart_rx.baud_cnt[0]$_SDFFE_PP0N_",
power_and_ir_drop,comb_power_share,1.8,%
route,drtPass1Iterations,4,
global_routing,largest_net_degree_at_the_start_of_global_routing,37,
layout,layout.filler_cells,576,
yosys,compound_area_share,16.1,%
hold_path,worstHoldPathType,"reg2reg",
clock_network,cts_tree,"done",
sta,worst_hold_slack,444,ps
setup_path,timing.critical_path.slowest_cell_delay,540,ps
route,remaining_drc_errors,0,
floorplan,rows,29,
yosys,netlist.top_cell.by_area,"dfxtp_1",
sta,setup_total_negative_slack,0,ps
setup_path,critical_path.cell_chain,"inv_1 > ha_1 > and4b_1 > nand4_1 > o21ai_1 > buf_4 > a21oi_1",
route,post_drt_via_cell_ratio,5.83,
clock_network,clock_tree.buffer_depth,2,
sta,timing_hold_violations_final,0,
place,number_of_buffer_cells_added_on_primary_ports,3,
sta,slew-limit-headroom,43.4,%
sta,worst_slew_pin_slew,847,ps
setup_path,worst-r2r-setup-slack,1100,ps
sta,unclocked_regs,4,
yosys,post_synth_inst_count,409,
layout,drive_gt1_share,6.28,%
floorplan,starting_utilization_of_the_core_area,53.2,%
sta,rsz_0062_raised_after_global_routing,"false",
sta,post-route-worst-setup-slack,1100,ps
setup_path,critPathMaxFanout,11,
sta,setup-violations-final,0,
clock_network,post_cts.resized_instances,0,
yosys,yosys_stat_cell_total,409,
layout,most_numerous_logic_cells_after_layout,"71 x dfxtp_1, 38 x nor2_1, 34 x a21oi_1",
power_and_ir_drop,power_leakage,1.26,nW
setup_path,cp_slowest_cell,"o21ai_1",
power_and_ir_drop,power_frac_clock,43.8,%
floorplan,die_h,85.2,um
floorplan,chip_area,0.00725,mm2
layout,final_layout_top_logic_cell,"dfxtp_1",
yosys,yosys-dominant-comb-family,"simple AND/OR/NAND/NOR gates",
yosys,ys_seq_elements,75,
-- flip-flops by register name (all words and copies together) (netlist names) --
register,cells
u_uart_rx.cur_state,4
u_uart_rx.rx_done,1
u_uart_rx.rx_data,8
u_uart_rx.rx_data_cnt,4
u_uart_rx.baud_cnt,17
u_uart_tx.tx_en_d1,1
u_uart_tx.cur_state,3
u_uart_tx.baud_cnt,17
u_uart_rx.uart_rxd_d1,1
u_uart_rx.uart_rxd_d0,1
u_uart_tx.tx_en_d0,1
u_uart_tx.uart_txd,1
u_uart_rx.next_state,4
u_uart_tx.tx_data,8
u_uart_tx.tx_data_cnt,4
-- critical path: cells and delay by family (launching register included) --
| kind | cells | cell delay [ps] |
|---|---|---|
| flops | 1 | 350 |
| fa+ha+maj | 1 | 140 |
| buf+inv | 2 | 340 |
| simple gates | 2 | 570 |
| compound gates | 2 | 590 |
-- cells by family after synthesis --
logic type / Yosys count
AND/OR/NAND/NOR: 173
buffers and inverters: 34
XOR/XNOR: 20
adder cells (fa/ha/maj): 12
AND-OR/OR-AND: 94
latches: 4
other: 1
flip-flops: 71
-- through the flow --
stage          utilization (%)  area, um2
6_report                  57.6       3740
5_1_grt                   57.6       3740
4_1_cts                   57.6       3740
3_5_place_dp              54.5       3540
3_3_place_gp              54.5       3540
2_1_floorplan                -       3460
-- synthesized netlist by cell type, drive strengths merged (2+ instances only) --
cell type / count
and3: 6
dfxtp: 71
a21oi: 34
a211oi: 8
inv: 16
dlxtn: 4
nor2: 38
o21ai: 29
o211ai: 2
a31oi: 7
or4: 9
or3: 11
nand4: 10
and4b: 2
nor4: 10
ha: 12
xnor2: 12
o41ai: 2
and4: 5
nand3b: 2
nand2: 24
nor3: 8
xor2: 8
buf: 6
nor2b: 11
clkbuf: 12
and2: 3
nand3: 24
nor4b: 3
o31ai: 7
-- routing by layer --
metal | global-route usage [%] | routed length, um | vias to the layer above
li1 | - | - | 1488
met2 | 33.2 | 3020 | 24
met1 | 32.1 | 3520 | 1338
met5 | 0 | 0 | -
met3 | 2.47 | 127 | 11
met4 | 3.39 | 108 | 0
-- area by class of cell --
type	instances	area share, %
clock inverter	5	1.54
multi-input combinational	300	49.3
clock buffer	11	3.78
tap	77	2.58
sequential	75	39.6
timing repair buffer	7	1.61
inverter	16	1.61
-- worst min path at each step --
stage / startpoint / cells past startpoint / to
5_1_grt: u_uart_rx.rx_done$_SDFF_PP0_ / 1 / u_uart_tx.tx_en_d0$_SDFF_PP0_
6_report: u_uart_rx.rx_done$_SDFF_PP0_ / 1 / u_uart_tx.tx_en_d0$_SDFF_PP0_
4_1_cts: u_uart_rx.rx_done$_SDFF_PP0_ / 1 / u_uart_tx.tx_en_d0$_SDFF_PP0_
-- power by group through the flow --
stage	sequential, mW	clock [mW]	combinational (mW)
4_1_cts	0.889	0.735	0.0292
6_report	0.889	0.717	0.0289
5_1_grt	0.890	0.777	0.0325
Power figures rest on the tool's default switching activity, not on a simulated workload.
